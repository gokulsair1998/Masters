==> flow/run.sh <==
#!/bin/bash
# OpenROAD 26Q1-2900-gdf79404cd8, Yosys 0.63+post, stock flow scripts
make -C /OpenROAD-flow-scripts/flow DESIGN_CONFIG=/design/flow/config.mk WORK_HOME=/design/flow/orfs finish
==> flow/config.mk <==
export PLATFORM = sky130hd
export DESIGN_NAME = instruction_deco
export DESIGN_NICKNAME = instruction_deco
export VERILOG_FILES = /design/flow/design.v
export SDC_FILE = /design/flow/constraint.sdc
export NUM_CORES = 4
export LEC_CHECK = 1
export CORE_UTILIZATION = 50
==> flow/constraint.sdc <==
current_design instruction_deco

set clk_period 10.7
set clk_io_pct 0.2

create_clock -name clk0 -period $clk_period

set non_clock_inputs [all_inputs -no_clocks]
set_input_delay [expr $clk_period * $clk_io_pct] -clock clk0 $non_clock_inputs
set_output_delay [expr $clk_period * $clk_io_pct] -clock clk0 [all_outputs]
==> flow/design.v <==
module instruction_deco(instruction,PC_branch,A_TO_STACK,C,Z,branch_stack_C_Z_detec,STACK_TO_A,A,B);
input [15:0]instruction;
output reg [11:0]PC_branch;
output reg [15:0]A_TO_STACK;
output reg C; 
output reg Z; 
output reg [3:0]branch_stack_C_Z_detec;
input [15:0]STACK_TO_A;
output reg [15:0]A;
output reg [15:0]B;
reg [15:0]Data_memory[4095:0];
reg [3:0]opcode1;
reg [11:0]address1;
reg [7:0]opcode2;
reg [11:0]address2;
reg [16:0]outputreg;
initial
begin
A<=0;
B<=0;
Data_memory[12'h000]<=16'hABCD;
Data_memory[12'h100]<=16'h0000;
Data_memory[12'h101]<=16'h0001;
Data_memory[12'h102]<=16'h0002;
Data_memory[12'h103]<=16'h0003;
Data_memory[12'h104]<=16'hFFFF;
Data_memory[12'h105]<=16'hAAAA;
end
parameter LDA = 4'b0000;  
parameter LDB = 4'b0001;  
parameter STA = 4'b0010;
parameter STB = 4'b0011;
parameter JMP = 4'b0100;
parameter JSR = 4'b1000;
parameter PUSHA = 4'b1010;
parameter POPA = 4'b1100;
parameter RET = 4'b1110;
parameter HALT =4'b0101;
parameter ADD = 8'b01110001;
parameter AND = 8'b01110010;
parameter CLA = 8'b01110011;
parameter CLB = 8'b01110100;
parameter CMB = 8'b01110101;
parameter INCB = 8'b01110110;
parameter DECB = 8'b01110111;
parameter CLC = 8'b01111000;
parameter CLZ = 8'b01111001;
parameter ION = 8'b01111010;
parameter IOF = 8'b01111011;
parameter SC = 8'b01111100;
parameter SZ = 8'b01111101;
always@(*)
begin
if(instruction[15:8]!=ION && instruction[15:8]!=IOF)
begin
if(instruction[15:12]!=4'b0111)
begin
opcode1 = instruction[15:12];
address1= instruction[11:0];
case(opcode1)
LDA:begin
A<=Data_memory[address1];
branch_stack_C_Z_detec<=4'b1111; 
end
LDB:begin
B<=Data_memory[address1];
branch_stack_C_Z_detec<=4'b1111; 
end
STA:begin
Data_memory[address1]<=A;
branch_stack_C_Z_detec<=4'b1111; 
end
STB:begin
Data_memory[address1]<=B;
branch_stack_C_Z_detec<=4'b1111; 
end
JMP:begin
PC_branch<=address1;
branch_stack_C_Z_detec<=4'b0000;
end
JSR:begin
PC_branch<=address1;
branch_stack_C_Z_detec<=4'b0001;
end
PUSHA:begin
branch_stack_C_Z_detec<=4'b010;
A_TO_STACK<=A;
end
POPA:begin
branch_stack_C_Z_detec<=4'b0011;
A<=STACK_TO_A;
end
RET:begin
branch_stack_C_Z_detec<=4'b0100;
end
HALT:begin
branch_stack_C_Z_detec<=4'b1001;
end
endcase
end
if(instruction[15:12]==4'b0111)
begin
opcode2 = instruction[15:8];
case(opcode2)
ADD:begin
outputreg=A+B;
A=outputreg[15:0];
branch_stack_C_Z_detec<=4'b1111; 
end
AND:begin
A=A&B;
branch_stack_C_Z_detec<=4'b1111; 
end
CLA:begin
A=0;
branch_stack_C_Z_detec<=4'b1111; 
end
CLB:begin
B=0;
branch_stack_C_Z_detec<=4'b1111; 
end
CMB:begin
B=~B;
branch_stack_C_Z_detec<=4'b1111; 
end
INCB:begin
B=B+1;
branch_stack_C_Z_detec<=4'b1111; 
end
DECB:begin
B=B-1;
branch_stack_C_Z_detec<=4'b1111; 
end
CLC:begin
C=0;
branch_stack_C_Z_detec<=4'b1111; 
end
CLZ:begin
Z=0;
branch_stack_C_Z_detec<=4'b1111; 
end
SC:begin
if(C==1)
begin
branch_stack_C_Z_detec=4'b0101;
end
end
SZ:begin
if(Z==1)
begin
branch_stack_C_Z_detec=4'b0110;
end
end
endcase
end
end
else if(instruction[15:8]==ION)
begin
branch_stack_C_Z_detec=4'b0111;
end
else if(instruction[15:8]==IOF)
begin
branch_stack_C_Z_detec=4'b1000;
end
Z=(B==16'b0);
C = outputreg[16];
end
endmodule
==> impl_metrics.py <==
# Auto-generated metrics
metrics = {
    "global_route": {
        "grt_pass1_vias": 2388,
        "grt_max_degree": 33,
        "grt_use_total_pct": 23.3,
        "antenna_found_initial": 0,
        "grt-ovfl-total": 0,
        "grt_pass1_wl_um": 11400,
    },
    "clock_tree": {
        "postCtsHoldBufs": 0,
        "ctsResizeCount": 0,
        "postCtsSetupRepairBufs": 0,
    },
    "route": {
        "drtPass1Iterations": 4,
        "routed_wirelength_um": 6870,
        "drc": 0,
        "routedWlPerCell_um": 13.8,
        "vias": 2826,
        "ant_nets": 0,
        "vias_per_cell": 5.69,
        "n_antenna_cell": 0,
        "drt-initial-drc-count": 93,
    },
    "sta": {
        "unclocked_regs": 64,
        "slew_violations": 0,
        "period_needed_ns": 9.73,
        "maxSlewHeadroom_pct": 49.9,
        "setup-tns-final_ns": 0,
        "fmax_ghz": 0.103,
        "worst_slack_ns": 0.967,
        "rsz0062_at_grt": "false",
        "setup_viol": 0,
        "period_used_pct": 91.0,
        "untimed_endpoints": 129,
        "worstMarginPinSlew_ns": 0.733,
        "hold_violations": 0,
    },
    "power": {
        "peakVddDrop_mv": 0.152,
        "internal_power_mw": 0.322,
        "p_sw_mw": 0.141,
        "seq_power_share_pct": 33.1,
        "finalPower_mw": 0.463,
        "pwr-share-comb_pct": 66.9,
        "total_leakage_power_nw": 1.72,
        "p_clk_share_pct": 0,
        "swShare_pct": 30.5,
        "power_density_nw_per_um2": 122,
    },
    "yosys": {
        "ys_ff": 64,
        "flop_cell": "dlxtn_1",
        "yosysUniqueCellTypes": 57,
        "postSynthCellCount": 349,
        "synth.cellmix.compoundShare_pct": 22.7,
        "yosys_area_um2": 2900,
        "edf_count": 0,
        "postSynthAreaPerCell_um2": 8.31,
        "yosys.area_share.adder_pct": 14.3,
        "mux_share_pct": 0.776,
        "async_reset_ff_share_pct": 0,
        "ys_warn_count": 82,
        "synth.logic.top_family": "AND-OR/OR-AND gates",
        "ys_sh_simple_pct": 18.8,
        "xor_area_share_pct": 6.94,
        "yosys_cells": 349,
        "netlist_area_um2": 2900,
    },
    "floorplan": {
        "placementRows": 27,
        "chipHeight_um": 78.2,
        "die_w_um": 78.2,
        "pin_count": 98,
        "fp.coreArea_um2": 5540,
        "dieArea_um2": 6110,
        "fp_util_pct": 52.4,
    },
    "setup_path": {
        "critPathTopFamily": "simple AND/OR/NAND/NOR gates",
        "critPathLaunchType": "input port",
        "slowest_delay_ns": 0.50,
        "crit_type": "in2out",
        "cp.required_ns": 8.56,
        "crit_chain": "clkdlybuf4s50_1 > and4b_1 > and3_1 > inv_1 > nor2_1 > nand2_1 > inv_1 > ha_1 > nor2b_4 > o311a_1 > o21a_1 > or3_1 > a31o_1 > or4_1 > or4_1 > nor4b_2 > clkdlybuf4s50_1",
        "cp.buffers_inverters": 4,
        "arrival_ns": 7.59,
        "crit_fanout": 22,
        "slowest_stage": "or4_1",
        "cp-end-kind": "primary output",
    },
    "min_path": {
        "hp-class": "in2out",
        "min_from": "instruction[9]",
        "hold_depth": 6,
        "whs_endpoint": "Z",
    },
    "finish": {
        "drive_gt1_share_pct": 3.29,
        "lay_top_count": "clkdlybuf4s50_1",
        "mostFrequentLayoutCells": "clkdlybuf4s50_1, dlxtn_1, ha_1",
        "area_delta_synth_final_pct": 30.9,
        "design_area_um2": 3800,
    },
    "job": {
        "warnings": 49,
        "cap_violations": 0,
    },
    "run_status": {
        "status": "complete, no violations",
    },
    "placed_design": {
        "placedInstanceArea_um2": 3800,
        "io_buffers": 82,
        "gp_congestion": 0.838,
        "dp_slack_ns": 0.968,
        "place_hpwl_um": 5460,
    },
}
==> state kept, by name, indices dropped and copies added (netlist names) <==
name	count
branch_stack_C_Z_detec	4
A_TO_STACK	16
B	16
A	16
PC_branch	12
==> kinds of logic (layout without fill, tap and decap cells) <==
logic type	count (synthesis)	in the layout
adder cells (fa/ha/maj)	32	32
multiplexers	2	2
latches	64	64
buffers and inverters	26	102
AND-OR/OR-AND	101	101
XOR/XNOR	23	23
AND/OR/NAND/NOR	101	101
==> synthesized netlist by cell type (all sizes together), types with 9 or more instances <==
cell type  count  area (um^2)
nor3           9         45.0
xnor2         11         96.3
nand2         18         70.1
nand3         19          100
a21oi         16         80.1
o21ai         27          135
xor2          12          105
dlxtn         64          961
ha            30          375
inv           19         71.3
o22ai         11         68.8
nor2          21         78.8
==> through the flow <==
step	hold WS (ns)	utilization (%)	instances
6_report	5.84	68.6	497
5_1_grt	5.95	68.6	497
4_1_cts	5.84	68.6	497
3_5_place_dp	5.84	68.6	497
3_3_place_gp	5.83	68.6	497
2_1_floorplan	4.69	-	349
==> power by group through the flow <==
stage | Combinational (mW) | Sequential [mW] | Clock [mW]
4_1_cts | 0.312 | 0.155 | 0
6_report | 0.310 | 0.154 | 0
5_1_grt | 0.340 | 0.165 | 0
==> worst max-delay path by stage <==
stage | startpoint | end | slack, ns | cells after the start
CTS | instruction[15] | Z | 0.96 | 17
global route | instruction[15] | Z | 0.52 | 17
finish | instruction[15] | Z | 0.97 | 17
==> per-layer routing <==
| layer | up-vias | routed length, um | GRT usage, % |
|---|---|---|---|
| li1 | 1442 | - | - |
| met1 | 1318 | 3390 | 36.5 |
| met2 | 62 | 3240 | 39.1 |
| met3 | 4 | 194 | 0.236 |
| met4 | 0 | 40 | 0.926 |
| met5 | - | 0 | 0 |
==> layout make-up <==
type / count / area (um^2)
Tap cell: 72 / 90.1
Inverter: 19 / 71.3
Fill cell: 491 / 1740
Sequential cell: 64 / 961
Timing Repair Buffer: 83 / 828
Multi-Input combinational cell: 259 / 1850
Power is estimated from default activity; no workload was simulated.
